[./design.v]
`timescale 1ns / 1ps
module DebugUnit(
		input clock,
		input reset,
		input endOfProgram,
		input [7:0]uartFifoDataIn,
		input 	  uartDataAvailable,
		input [7:0]		FE_pc,	
		input [31:0] 	IF_ID_instruction,
		input [7:0] 	IF_ID_pcNext,		
		input [3:0] 	ID_EX_aluOperation,
		input [31:0] 	ID_EX_sigExt,
		input [31:0] 	ID_EX_readData1,
		input [31:0] 	ID_EX_readData2,
		input 			ID_EX_aluSrc,
		input 			ID_EX_aluShiftImm,
		input [3:0] 	ID_EX_memWrite,
		input 			ID_EX_memToReg,
		input	[1:0] 	ID_EX_memReadWidth,
		input [4:0] 	ID_EX_rs,
		input [4:0] 	ID_EX_rt,
		input [4:0] 	ID_EX_rd,
		input [4:0] 	ID_EX_sa,
		input 			ID_EX_regDst,
		input 			ID_EX_loadImm,
		input 			ID_EX_regWrite,
		input [4:0] 	EX_MEM_writeRegister,
		input [31:0] 	EX_MEM_writeData,
		input [31:0] 	EX_MEM_aluOut,
		input 			EX_MEM_regWrite,
		input 			EX_MEM_memToReg,
		input [3:0]		EX_MEM_memWrite,
		input [1:0] 	EX_MEM_memReadWidth,
		input [4:0] 	MEM_WB_writeRegister,
		input [31:0] 	MEM_WB_aluOut,
		input [31:0] 	MEM_WB_memoryOut,
		input 			MEM_WB_regWrite,
		input 			MEM_WB_memToReg,
		output reg [7:0] 	dataToUartOutFifo,
		output reg			readFifoFlag,
		output reg			writeFifoFlag,
		output reg pipeEnable,
		output reg pipeReset ,
		output reg ledStep,
		output reg ledCont,
		output reg ledIdle,
		output reg ledSend
    );
	 reg [2:0] current_state;
	 reg [2:0] next_state;
	 reg [7:0]sendCounter;
	 reg [7:0]sendCounterNext;
	 reg sentFlag;
	 localparam [2:0]	INIT = 0,
							IDLE = 1,
							CONTINUOUS = 2,
							STEP = 3,
							SEND = 4;
	 always @(posedge clock, posedge reset) begin
		if(reset)begin
			current_state <= INIT ;
			sendCounter<=0;
		end
		else begin
			current_state <= next_state;
			sendCounter<=sendCounterNext;
		end
	 end
	 always @(*) begin
		case(current_state)
			INIT:begin
				writeFifoFlag=0;
				readFifoFlag=0;
				sendCounterNext<=0;
				ledIdle<=0;
				ledStep<=0;
				ledCont<=0;
				ledSend<=0;
				next_state<=IDLE;
			end
			IDLE:begin
				ledIdle<=1;
				ledStep<=0;
				ledCont<=0;
				ledSend<=0;
				pipeReset<=1;
				pipeEnable<=0;
				sentFlag<=0;
				sendCounterNext<=0;
				if(uartDataAvailable)begin
					if(uartFifoDataIn==99)begin  
						next_state<=CONTINUOUS;
						pipeReset<=0;
					end
					else if (uartFifoDataIn==115)begin  
						next_state<=STEP;
						pipeReset<=0;
					end
					else begin
						next_state<=IDLE;
					end
					readFifoFlag=1;
			   end
				else begin
					readFifoFlag=0;
					next_state<=IDLE;
				end
			end
			CONTINUOUS: begin
				ledIdle<=0;
				ledStep<=0;
				ledCont<=1;
				ledSend<=0;
				readFifoFlag=0;
				sentFlag<=0;	
				sendCounterNext<=0;
				pipeEnable<=1;
				if(endOfProgram)
					next_state<=SEND;
				else
					next_state<=CONTINUOUS;
			end
			STEP: begin
				ledIdle<=0;
				ledStep<=1;
				ledCont<=0;
				ledSend<=0;
				sentFlag<=0;
				sendCounterNext<=0;
				if(uartDataAvailable)begin
					if(uartFifoDataIn==110)begin  
						next_state<=SEND;
						pipeEnable<=1;
					end
					else begin
						next_state<=STEP;
					end
					readFifoFlag=1;
				end
				else begin
					next_state<=STEP;
					readFifoFlag=0;
				end
			end
			SEND: begin
				ledIdle<=0;
				ledStep<=0;
				ledCont<=0;
				ledSend<=1;
				readFifoFlag=0;
				pipeEnable<=0;
				if(sentFlag && !endOfProgram)
					next_state<=STEP;
				else if(sentFlag && endOfProgram)
					next_state<=IDLE;
				else begin
				   next_state<=SEND;
					writeFifoFlag=1;
					case(sendCounter)
						0:		dataToUartOutFifo=			FE_pc;
						1:		dataToUartOutFifo=  			IF_ID_instruction		[7:0];
						2:		dataToUartOutFifo=  			IF_ID_instruction		[15:8];
						3:		dataToUartOutFifo=  			IF_ID_instruction 	[23:16];
						4:		dataToUartOutFifo=  			IF_ID_instruction 	[31:24];
						5:		dataToUartOutFifo=			IF_ID_pcNext;
						6:		dataToUartOutFifo=  {4'b0,ID_EX_aluOperation};
						7:		dataToUartOutFifo= 	 		ID_EX_sigExt			[7:0];
						8:		dataToUartOutFifo= 			ID_EX_sigExt			[15:8];
						9:		dataToUartOutFifo=  			ID_EX_sigExt			[23:16];
						10:	dataToUartOutFifo= 			ID_EX_sigExt			[31:24];
						11:	dataToUartOutFifo= 			ID_EX_readData1		[7:0];
						12:	dataToUartOutFifo= 	 		ID_EX_readData1		[15:8];
						13:	dataToUartOutFifo= 			ID_EX_readData1		[23:16];
						14:	dataToUartOutFifo= 			ID_EX_readData1		[31:24];
						15:	dataToUartOutFifo=  		ID_EX_readData2		[7:0];
						16:	dataToUartOutFifo=  		ID_EX_readData2		[15:8];
						17:	dataToUartOutFifo= 			ID_EX_readData2		[23:16];
						18:	dataToUartOutFifo=  		ID_EX_readData2		[31:24];
						19:	dataToUartOutFifo=	{7'b0,ID_EX_aluSrc};
						20:	dataToUartOutFifo=	{7'b0,ID_EX_aluShiftImm};
						21:	dataToUartOutFifo=	{4'b0,ID_EX_memWrite};
						22:	dataToUartOutFifo=	{7'b0,ID_EX_memToReg};
						23:	dataToUartOutFifo=	{6'b0,ID_EX_memReadWidth};
						24:	dataToUartOutFifo=	{3'b0,ID_EX_rs};
						25:	dataToUartOutFifo=	{3'b0,ID_EX_rt};
						26:	dataToUartOutFifo=	{3'b0,ID_EX_rd};
						27:	dataToUartOutFifo=	{3'b0,ID_EX_sa};
						28:	dataToUartOutFifo=	{7'b0,ID_EX_regDst};
						29:	dataToUartOutFifo=	{7'b0,ID_EX_loadImm};
						30:	dataToUartOutFifo=	{7'b0,ID_EX_regWrite};
						31:	dataToUartOutFifo=	{3'b0,EX_MEM_writeRegister};
						32:	dataToUartOutFifo=  			EX_MEM_writeData		[7:0];
						33:	dataToUartOutFifo=  			EX_MEM_writeData		[15:8];
						34:	dataToUartOutFifo= 			EX_MEM_writeData		[23:16];
						35:	dataToUartOutFifo= 			EX_MEM_writeData		[31:24];	
						36:	dataToUartOutFifo=  			EX_MEM_aluOut			[7:0];
						37:	dataToUartOutFifo=  			EX_MEM_aluOut			[15:8];
						38:	dataToUartOutFifo= 			EX_MEM_aluOut			[23:16];
						39:	dataToUartOutFifo= 			EX_MEM_aluOut			[31:24];
						40:	dataToUartOutFifo=	{7'b0,EX_MEM_regWrite};
						41:	dataToUartOutFifo=	{7'b0,EX_MEM_memToReg};
						42:	dataToUartOutFifo=	{4'b0,EX_MEM_memWrite};
						43:	dataToUartOutFifo=	{6'b0,EX_MEM_memReadWidth};
						44:	dataToUartOutFifo=	{3'b0,MEM_WB_writeRegister};
						45:	dataToUartOutFifo=  			MEM_WB_aluOut			[7:0];
						46:	dataToUartOutFifo=  			MEM_WB_aluOut			[15:8];
						47:	dataToUartOutFifo= 			MEM_WB_aluOut			[23:16];
						48:	dataToUartOutFifo= 			MEM_WB_aluOut			[31:24];
						49:	dataToUartOutFifo=  			MEM_WB_memoryOut		[7:0];
						50:	dataToUartOutFifo=  			MEM_WB_memoryOut		[15:8];
						51:	dataToUartOutFifo= 			MEM_WB_memoryOut		[23:16];
						52:	dataToUartOutFifo= 			MEM_WB_memoryOut		[31:24];
						53:	dataToUartOutFifo=	{7'b0,MEM_WB_regWrite};
						54:	dataToUartOutFifo=	{7'b0,MEM_WB_memToReg};
						55:	dataToUartOutFifo= 1;
						56:	dataToUartOutFifo= 2;
						57:	dataToUartOutFifo= 3;
						58:	dataToUartOutFifo= 4;
						59:	dataToUartOutFifo= 5;
						60:	dataToUartOutFifo= 6;
						61:	dataToUartOutFifo= 7;
						62:	dataToUartOutFifo= 8;
						63:	dataToUartOutFifo= 9;
						64:	dataToUartOutFifo= 10;
						65:	dataToUartOutFifo= 1;
						66:	dataToUartOutFifo= 2;
						67:	dataToUartOutFifo= 3;
						68:	dataToUartOutFifo= 4;
						69:	dataToUartOutFifo= 5;
						70:	dataToUartOutFifo= 6;
						71:	dataToUartOutFifo= 7;
						72:	dataToUartOutFifo= 8;
						73:	dataToUartOutFifo= 9;
						74:	dataToUartOutFifo= 10;
						75:	dataToUartOutFifo= 1;
						76:	dataToUartOutFifo= 2;
						77:	dataToUartOutFifo= 3;
						78:	dataToUartOutFifo= 4;
						79:	dataToUartOutFifo= 5;
						80:	dataToUartOutFifo= 6;
						81:	dataToUartOutFifo= 7;
						82:	dataToUartOutFifo= 8;
						83:	dataToUartOutFifo= 9;
						84:	dataToUartOutFifo= 10;
						85:	dataToUartOutFifo= 1;
						86:	dataToUartOutFifo= 2;
						87:	dataToUartOutFifo= 3;
						88:	dataToUartOutFifo= 4;
						89:	dataToUartOutFifo= 5;
						90:	dataToUartOutFifo= 6;
						91:	dataToUartOutFifo= 7;
						92:	dataToUartOutFifo= 8;
						93:	dataToUartOutFifo= 9;
						94:	dataToUartOutFifo= 10;
						95:begin
							writeFifoFlag=0;
							sentFlag<=1;
						end
					endcase
					sendCounterNext<=sendCounter+1;
				end
			end
			default:begin 	 	
				next_state<=INIT;
			end
		endcase
	 end
endmodule
[./run.sh]
#!/bin/bash
# OpenROAD 26Q1-2900-gdf79404cd8, Yosys 0.63+post, stock flow scripts
make -C /OpenROAD-flow-scripts/flow DESIGN_CONFIG=/design/flow/config.mk WORK_HOME=/design/flow/orfs finish
[./config.mk]
export PLATFORM = sky130hd
export DESIGN_NAME = DebugUnit
export DESIGN_NICKNAME = DebugUnit
export VERILOG_FILES = /design/flow/design.v
export SDC_FILE = /design/flow/constraint.sdc
export NUM_CORES = 4
export LEC_CHECK = 1
export CORE_AREA = 10 10 171 171
export DIE_AREA = 0 0 181 181
[./constraint.sdc]
current_design DebugUnit

set clk_period 1.3
set clk_io_pct 0.2

create_clock -name clk0 -period $clk_period [get_ports {clock}]

set non_clock_inputs [all_inputs -no_clocks]
set_input_delay [expr $clk_period * $clk_io_pct] -clock clk0 $non_clock_inputs
set_output_delay [expr $clk_period * $clk_io_pct] -clock clk0 [all_outputs]
==> flow_summary.toml <==
# flow metrics
[power_and_ir_drop]
p_int_w = 0.00185
ir_worst_vdd_v = 0.000467
power.net_switching_w = 0.000417
clock_power_share_pct = 24.7
total_power_of_the_final_layout_w = 0.00227
power_per_cell_area_nw_per_um2 = 279
switching_portion_of_total_power_pct = 18.3
power.share.combinational_pct = 54.6
leakage_nw = 3.00
seq_pwr_share_pct = 20.7

[logic_synthesis]
synth-area-yosys_sq_um = 4030
post_synth.cell_area_avg_sq_um = 7.61
postSynthCellCount = 529
asyncSetResetFlopFracSynth_pct = 34.2
synthesis.yosys.warnings = 2
ys_cells = 529
yosys.cell_count.top_type = "sky130_fd_sc_hd__a22oi_1"
synthTopCellsByArea = "sky130_fd_sc_hd__a22oi_1 15%, sky130_fd_sc_hd__dlxtn_1 9.0%, sky130_fd_sc_hd__dfrtp_1 7.5%, sky130_fd_sc_hd__a22o_1 6.1%, sky130_fd_sc_hd__a221oi_1 4.4%"
enable_flop_cells = 0
netlist_top_cells_count = "81 x sky130_fd_sc_hd__a22oi_1, 37 x sky130_fd_sc_hd__nand2_1, 29 x sky130_fd_sc_hd__a21oi_1, 28 x sky130_fd_sc_hd__a22o_1"
top_area_cell = "sky130_fd_sc_hd__a22oi_1"
ys.flops = 38
netlist-cell-type-count = 67
cell_area_synth_sq_um = 4030
ff_type = "sky130_fd_sc_hd__dlxtn_1"
post-synth-top-area-fraction_pct = 15.1

[routing]
drc = 0
first_pass_iters = 6
ant_nets = 0
routed_via_density = 5.24
drtIter0Drc = 588
wl_per_cell_um = 28.5
routed-via-count = 6277
finalWirelength_um = 34100

[setup_path]
critical_path.startpoint_type = "input port"
worst_ep_arrival_time_ns = 1.37
worst-path-max-fanout = 3
crit_path_required_time_ns = 1.42
end_kind = "flop"
path_class = "in -> reg"

[timing]
maxSlewViolCount = 0
count_of_endpoints_without_a_timing_constraint = 49
finClkSkew_ns = 0.000244
postLayoutSetupSlackWorst_ns = 0.0506
transition_time_at_the_pin_with_the_least_slew_margin_ns = 0.863
unclocked_pins = 25
slew-limit-headroom_pct = 42.0
clock.fmax_ghz = 0.800
post-route-min-period_ns = 1.25
timing.final.hold_violations = 0
finalSetupViolCount = 0
worst_hold_slack_after_final_layout_ns = 0.317
finalSetupTns_ns = 0
rsz0062_at_grt = "false"
final.period_utilization_pct = 96.1

[layout]
final-comb-area_sq_um = 3090
areaGrowthSynthToFinish_pct = 102
area_taken_by_flip_flops_and_latches_sq_um = 702
num-fill-cells = 2658
drive_gt1_share_pct = 7.51
final_cells = 1198

[cts]
cts_setup_buffers = 0
number_of_buffers_inserted_during_clock_tree_synthesis = 3
clock_transition_at_the_registers_of_the_reported_paths_ns = 0.04
tritoncts = "done"
htree_levels = 1
ctsRootBufferMaster = "sky130_fd_sc_hd__clkbuf_16"
clockBufferDepth = 2
insertion_delay_late_pin_ns = 0.24
cts.hold.buffers_added = 0

[hold_path]
holdCritPathClass = "in -> async"

[placed_design]
place.detailed.hpwl_um = 27600
dp_worst_setup_slack_ns = -0.276
placement.io_buffers = 355
gp_congestion = 0.895
placed_cells = 1192

[grt]
grt_antenna_before_repair = 6
grt_first_pass_wirelength_um = 47100
first_global_vias = 6386
grt_start_max_net_pins = 34
globalRoute.totalOverflow = 0
grt.total_usage_pct = 19.5

[die]
core_sq_um = 25300
core_util_floorplan_pct = 15.9
chip_area_sq_um = 32800
fp.dieW_um = 181
io_pins = 356
num_rows = 58
die-height_um = 181

[job]
warnings = 28
max_cap_viol_count = 0

[outcome]
status = "finished, final reports clean"
## critical path, stage by stage
cell	delay (ns)
sky130_fd_sc_hd__clkdlybuf4s50_1	0.45
sky130_fd_sc_hd__nand3b_1	0.15
sky130_fd_sc_hd__or3_4	0.39
sky130_fd_sc_hd__nand2_2	0.06
sky130_fd_sc_hd__nand2_1	0.05
## sequential cells by signal, summed over array words and instances, names as in the netlist, 5 cells and up
name / cells
dataToUartOutFifo: 8
sendCounterNext: 8
sendCounter: 8
current_state: 5
## per-layer routing
metal | vias up | global-route usage, % | routed length, um
met5 | - | 0 | 46
met4 | 8 | 4.56 | 942
met3 | 52 | 4.66 | 2610
met2 | 336 | 34.2 | 17100
met1 | 3037 | 23.6 | 13500
li1 | 2844 | - | -
## per-stage QoR
step	area [sq um]	util, %
global placement	8000	31.6
detailed placement	8000	31.6
global route	8130	32.1
finish	8140	32.1
floorplan	4030	-
CTS	8090	31.9
## final cells by class
class,count,share of cell area [%]
Timing Repair Buffer,388,46.9
Multi-Input combinational cell,427,37.9
Sequential cell,38,8.63
Tap cell,330,5.08
Clock buffer,4,0.969
Inverter,9,0.415
Antenna cell,2,0.0615
## power by group through the flow
stage	Combinational, W	Clock, W	Sequential, W
6_report	0.00124	0.000560	0.000470
5_1_grt	0.00130	0.000596	0.000473
4_1_cts	0.00124	0.000577	0.000467
## what timing repair did
action / 4_1_cts / 5_1_grt
gates resized: 1 / 11
cloned: 0 / 0
pin swaps: 0 / 4
endpoints found under the hold margin: 0 / 0
endpoints found under the setup margin: 1 / 3
## cell usage in the layout (no fill, tap or decap), drive strengths merged, types with 10 or more instances in the layout
master	n
o21ai	22
a22o	28
buf	33
a31oi	10
nand4	11
clkdlybuf4s50	349
dlxtn	24
o22ai	10
a22oi	81
nand2	37
a221oi	21
a21oi	29
nor2	23
a32oi	15
dfrtp	12
mux2	10
nand3	23
## worst paths after layout
path                                        start                to  slack, ns  depth (start not counted)
worst max-delay path            uartFifoDataIn[5]  current_state[3]       0.05                          5
worst min-delay path                        reset  current_state[2]       0.32                          3
worst max register to register   current_state[1]  current_state[1]       0.34                          3
worst min register to register   current_state[2]  current_state[1]       0.56                          1
max in group asynchronous                   reset  current_state[0]       0.75                          3
min in group clk0               uartFifoDataIn[3]  current_state[4]       0.45                          3
## logic make-up after synthesis
kind of cell    synth area share (%)
flops                           8.11
simple gates                    22.2
compound gates                  45.5
latches                         9.33
mux                             4.54
buf+inv                         8.08
xor+xnor                       0.871
fa+ha+maj                       1.24
other cells                   0.0932
Power is estimated from default activity; no workload was simulated.

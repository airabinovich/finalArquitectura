**flow/config.mk**
```make
export PLATFORM = sky130hd
export DESIGN_NAME = ALU
export DESIGN_NICKNAME = ALU
export VERILOG_FILES = /design/flow/design.v
export SDC_FILE = /design/flow/constraint.sdc
export NUM_CORES = 4
export LEC_CHECK = 1
export CORE_UTILIZATION = 40
```
**flow/constraint.sdc**
```tcl
current_design ALU

set clk_period 11.8
set clk_io_pct 0.2

create_clock -name clk0 -period $clk_period

set non_clock_inputs [all_inputs -no_clocks]
set_input_delay [expr $clk_period * $clk_io_pct] -clock clk0 $non_clock_inputs
set_output_delay [expr $clk_period * $clk_io_pct] -clock clk0 [all_outputs]
```
**flow/design.v**
```verilog
`timescale 1ns / 1ps
module ALU #(parameter N=32)(
    input [3:0] op_code,
	 input signed [N-1:0] operand1,
    input signed [N-1:0] operand2,
	 output reg signed [N-1:0] result,
	 output reg zero,
	 output reg overflow
    );
    always @(*) begin
		case(op_code)
			0: {overflow,result} = operand1 <<  operand2[4:0];							 
			1: {overflow,result} = operand1 >>  operand2[4:0];							 
			2: {overflow,result} = operand1 >>> operand2[4:0];							 
			3: {overflow,result} = operand1 + operand2 ;									 
			4: {overflow,result} = operand1 - operand2;									 
			5: {overflow,result} = operand1 & operand2;									 
			6: {overflow,result} = operand1 | operand2;									 
			7: {overflow,result} = operand1 ^ operand2;									 
			8: {overflow,result} = ~(operand1 | operand2);								 
			9: {overflow,result} = (operand1 < operand2);								 
		endcase	
		zero= (result==0)? 1'b1:1'b0;
	end
endmodule
```
**flow/run.sh**
```bash
#!/bin/bash
# OpenROAD 26Q1-2900-gdf79404cd8, Yosys 0.63+post, stock flow scripts
make -C /OpenROAD-flow-scripts/flow DESIGN_CONFIG=/design/flow/config.mk WORK_HOME=/design/flow/orfs finish
```
==> results.sh <==
# yosys + openroad results
export IMPL_end_kind="output pin"
export IMPL_row_count=60
export IMPL_grt_pass1_wl_um=84800
export IMPL_dieArea_um2=28500
export IMPL_ctsResizeCount=0
export IMPL_grt_max_degree=52
export IMPL_critical_path_buf_inv_count=3
export IMPL_drt_wirelength_per_cell_um=29.5
export IMPL_hold_path_cell_count=7
export IMPL_synthTopCellsByCount="nor2_1 (143), nand2_1 (137), a21oi_1 (126)"
export IMPL_p_sw_share_pct=62.0
export IMPL_edf_count=0
export IMPL_first_pass_iters=8
export IMPL_io_pin_count=102
export IMPL_drc=0
export IMPL_hold_path_class="in -> out"
export IMPL_drtIter0Drc=1778
export IMPL_synth_cells=1577
export IMPL_crit_path_top_delay_cell="a2111oi_0"
export IMPL_period_needed_ns=10.87
export IMPL_cp_common_cell="clkdlybuf4s50_1"
export IMPL_design_core_area_um2=27100
export IMPL_die_x_um=169
export IMPL_placed_cells=1967
export IMPL_p_leak_nw=5.06
export IMPL_top_cell="nor2_1"
export IMPL_warnings=101
export IMPL_io_buffer_count=102
export IMPL_ys_cells=1577
export IMPL_violations="max-slew violations"
export IMPL_fillCellCount=2793
export IMPL_critPathMaxStageDelay_ns=1.15
export IMPL_outcome="complete, but fails checks"
export IMPL_ff_type="dlxtn_1"
export IMPL_detail_route_antenna_nets=0
export IMPL_seq_area_um2=495
export IMPL_die_y_um=169
export IMPL_required_ns=9.44
export IMPL_hp_start="operand2[30]"
export IMPL_power_switching_mw=0.387
export IMPL_grt_total_usage_pct=41.2
export IMPL_tightest_slew_ns=1.46
export IMPL_worst_slack_ns=0.929
export IMPL_setup_violations_final=0
export IMPL_mi_logic_area_um2=9690
export IMPL_yosys_warnings=1
export IMPL_ctsHoldBuffers=0
export IMPL_hpwl_um=46000
export IMPL_synthToLayoutAreaGrowth_pct=11.4
export IMPL_maxSlewHeadroom_pct=-0.0535
export IMPL_ys_area_um2=11100
export IMPL_ys_async_sr_fraction_pct=0
export IMPL_drt_total_wl_um=58000
export IMPL_rsz0062_at_grt="false"
export IMPL_grt_pass1_vias=12500
export IMPL_top_cells_by_area="ha_1 (11%), mux4_2 (7.9%), mux2i_1 (6.1%)"
export IMPL_drv_cap=0
export IMPL_yosys_area_top_type="ha_1"
export IMPL_syn_avg_cell_area_um2=7.05
export IMPL_slew_violations=1
export IMPL_via_count=13500
export IMPL_ys_types=94
export IMPL_untimed_endpoints=66
export IMPL_pre_cts_ws_ns=1.01
export IMPL_startpoint="op_code[2]"
export IMPL_fin_tns_setup_ns=0
export IMPL_post_cts_setup_buffers=0
export IMPL_final_hold_violation_count=0
export IMPL_initCoreUtil_pct=41.0
export IMPL_cp_cell_sequence="clkdlybuf4s50_1, buf_4, or4b_2, nand2_1, nand3_1, o21ai_1, a2111oi_0, o211ai_1, or3_1, or4_1, nor4_1, nand4b_1, nor4_2, clkdlybuf4s50_1"
export IMPL_unclocked_pins=33
export IMPL_stdcell_count=1968
export IMPL_arrival_ns=8.51
export IMPL_vias_per_cell=6.85
export IMPL_crit_fanout=13
export IMPL_drive_gt1_share_pct=10.5
export IMPL_post_route_period_util_pct=92.1
export IMPL_p_int_mw=0.237
export IMPL_gp_congestion=1.06
export IMPL_syn_area_um2=11100
export IMPL_worstSetupStartpointType="input pin"
export IMPL_top_cell_area_share_pct=11.4
export IMPL_critical_path_depth=14
export IMPL_critical_path_top_delay_family="simple AND/OR/NAND/NOR gates"
export IMPL_fmax_ghz=0.0920
export IMPL_antenna_found_initial=1
export IMPL_grt_ovfl_total=0
export IMPL_power_density_nw_per_um2=50.3
export IMPL_ir_drop_uv=28.8
export IMPL_criticalPathCategory="in -> out"
export IMPL_ys_flops=33
==> logic make-up (layout without fill, tap and decap cells) <==
group | count (synthesis) | after routing | synth area share [%]
buffers and inverters | 232 | 250 | 8.70
other | 0 | 1 | 0
XOR/XNOR | 11 | 11 | 0.866
latches | 33 | 33 | 4.45
adder cells (fa/ha/maj) | 103 | 103 | 11.7
AND/OR/NAND/NOR | 518 | 518 | 23.1
AND-OR/OR-AND | 533 | 533 | 33.0
multiplexers | 147 | 147 | 18.2
==> power groups by stage <==
stage	Clock [mW]	Sequential, mW	Combinational (mW)
4_1_cts	0	0.0190	0.584
5_1_grt	0	0.0195	0.639
==> worst paths after layout <==
check | endpoint | slack, ns
setup / recovery | zero | 0.93
hold / removal | zero | 6.31
==> final cells by class <==
class                      count  share of cell area [%]
multi-input combinational   1312                    78.2
sequential                    33                    4.00
inverter                      98                    2.97
timing repair buffer         152                    11.1
antenna                        1                  0.0202
tap                          372                    3.76
==> sequential cells by signal, indices dropped and copies added (netlist names) <==
name	cells
result	32
overflow	1
==> placed cells by master (no fill, tap or decap), types with 14 or more instances in the layout <==
master and n:
ha_1 101, dlxtn_1 33, a21oi_1 126, inv_1 93, a31oi_1 20, o31ai_1 19, mux4_2 39, nand2b_1 18
nor3_1 36, and3_1 14, a21o_1 18, nand2_1 137, nor2b_1 16, o211ai_1 26, nor2_1 143, a221oi_1 15
o22ai_1 22, mux2i_1 68, clkdlybuf4s50_1 97, a22oi_1 16, nand3_1 41, buf_4 51, a211oi_1 27, mux2_2 34
o21ai_0 82
==> routing by layer <==
layer	vias to the layer above	share of wire, %	global-route usage [%]	routed length [um]
li1	6031	-	-	-
met1	6483	42	58.7	24400
met4	0	3.2	10.4	1870
met3	119	11	9.50	6260
met5	-	0	0	0
met2	854	44	63.3	25400
==> through the flow <==
step / instance area (um^2) / util, % / hold slack (ns) / total power [mW]
2_1_floorplan: 11100 / - / 5.25 / 0.378
3_3_place_gp: 12400 / 45.7 / 6.31 / 0.603
3_5_place_dp: 12400 / 45.7 / 6.31 / 0.599
4_1_cts: 12400 / 45.7 / 6.31 / 0.603
5_1_grt: 12400 / 45.7 / 6.40 / 0.658
6_report: 12400 / 45.7 / 6.31 / 0.623
Power and IR drop assume default switching activity.
